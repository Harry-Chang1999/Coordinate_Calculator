--- ./constraint.sdc ---
current_design triangle

set clk_period 8.7
set clk_io_pct 0.2

create_clock -name clk0 -period $clk_period [get_ports {clk}]

set non_clock_inputs [all_inputs -no_clocks]
set_input_delay [expr $clk_period * $clk_io_pct] -clock clk0 $non_clock_inputs
set_output_delay [expr $clk_period * $clk_io_pct] -clock clk0 [all_outputs]
--- ./design.v ---
`timescale 100ps/10ps
module triangle(clk, reset, nt, xi, yi, busy, po, xo, yo);
input        clk, reset, nt;
input  [2:0] xi, yi;
output       busy, po;
output [2:0] xo, yo;
reg busy, po;
reg [4:0] state, next_state;  
reg [6:0] x_cor[0:2];         
reg [6:0] y_cor[0:2];         
reg [1:0] s0_count;           
reg s1_count;                 
reg s2_count;                 
reg s7_count;                 
reg [4:0] horiz;              
reg [3:0] out_count;          
reg signed [8:0] a[0:1];      
reg signed [8:0] b[0:1];      
reg signed [8:0] c[0:1];      
reg [3:0] ep, save_ep;        
reg signed [7:0] value;       
reg [1:0] o_idx;              
reg [2:0] xo, yo;             
reg loc;                      
reg [3:0] start;              
parameter s0=5'd0,s1=5'd1,s2=5'd2,s3=5'd3,s4=5'd4,s5=5'd5,s6=5'd6,s7=5'd7;
integer i,j;
always @(posedge clk or posedge reset)begin
    if(reset) state<=s0;
    else state<=next_state;
end
always @(*)begin
    case(state)
        s0:next_state=(s0_count==2'd3)?s1:s0;
        s1:next_state=(s1_count==1'b1)?s2:s1;
        s2:next_state=(out_count==y_cor[0]||out_count==y_cor[1]||out_count==y_cor[2])?s5:((s2_count==1'b1)?((value==8'd0)?s5:((value[7]==1'b0)?s3:s4)):s2);
        s3:next_state=(o_idx==2'd2)?s5:s2;
        s4:next_state=(o_idx==2'd1)?s5:s2;
        s5:next_state=(out_count==y_cor[0]||out_count==y_cor[2])?s6:((loc==1'b0)?((out_count==y_cor[1])?((start==x_cor[1])?s6:s5):((start==ep)?s6:s5)):((start==x_cor[0])?s6:s5));
        s6:next_state=(out_count==y_cor[2])?s7:s2;
        s7:next_state=(s7_count==1'b1)?s0:s7;
        default:next_state=s0;
    endcase
end
always @(posedge clk or posedge reset)begin
    if(reset) busy<=1'b0;
    else begin
        if(state==s7) busy<=1'b0;
        else if(nt==1'b0) busy<=1'b1;
        else busy<=1'b0;
    end
end
always @(posedge clk or posedge reset)begin
    if(reset) s0_count<=2'd0;
    else begin
        if(state==s7) s0_count<=2'd0;
        else s0_count<=s0_count+2'd1;
    end
end
always @(posedge clk or posedge reset)begin
    if(reset)begin
        s1_count<=1'b0;
    end
    else begin
        if(state==s1) s1_count<=1'b1;
        else s1_count<=1'b0;
    end
end
always @(posedge clk or posedge reset)begin
    if(reset)begin
        s2_count<=1'b0;
    end
    else begin
        if(state==s2) s2_count<=1'b1;
        else s2_count<=1'b0;
    end
end
always @(posedge clk or posedge reset)begin
    if(reset)begin
        s7_count<=1'b0;
    end
    else begin
        if(state==s7) s7_count<=1'b1;
        else s7_count<=1'b0;
    end
end
always @(posedge clk or posedge reset)begin
    if(reset)begin
        loc<=1'b0;
    end
    else begin
        if(state==s1)begin
            if(x_cor[1]>x_cor[0]) loc<=1'b0;
            else loc<=1'b1;
        end
    end
end
always @(posedge clk or posedge reset)begin
    if(reset)begin
        for(i=0;i<2;i=i+1)begin
            a[i]<=9'd0;
        end
    end
    else begin
        case(state)
            s1:begin
                if(loc==1'b0)begin
                    a[0]<=($signed(y_cor[1])-$signed(y_cor[0]));
                    a[1]<=($signed(y_cor[2])-$signed(y_cor[1]));
                end
                else begin
                    a[0]<=($signed(y_cor[1])-$signed(y_cor[0]));
                    a[1]<=(~($signed(y_cor[2])-$signed(y_cor[1])))+9'd1;
                end
            end
        endcase
    end
end
always @(posedge clk or posedge reset)begin
    if(reset)begin
        for(i=0;i<2;i=i+1)begin
            b[i]<=9'd0;
        end
    end
    else begin
        case(state)
            s1:begin
                if(loc==1'b0)begin
                    b[0]<=(~($signed(x_cor[1])-$signed(x_cor[0])))+9'd1;
                    b[1]<=(~($signed(x_cor[2])-$signed(x_cor[1])))+9'd1;
                end
                else begin
                    b[0]<=(~($signed(x_cor[1])-$signed(x_cor[0])))+9'd1;
                    b[1]<=($signed(x_cor[2])-$signed(x_cor[1]));
                end
            end
        endcase
    end
end
always @(posedge clk or posedge reset)begin
    if(reset)begin
        for(i=0;i<2;i=i+1)begin
            c[i]<=9'd0;
        end
    end
    else begin
        case(state)
            s1:begin
                if(loc==1'b0)begin
                    c[0]<=($signed(y_cor[0]*x_cor[1])-$signed(y_cor[1]*x_cor[0]));
                    c[1]<=($signed(y_cor[1]*x_cor[2])-$signed(y_cor[2]*x_cor[1]));
                end
                else begin
                    c[0]<=($signed(y_cor[0]*x_cor[1])-$signed(y_cor[1]*x_cor[0]));
                    c[1]<=(~($signed(y_cor[1]*x_cor[2])-$signed(y_cor[2]*x_cor[1])))+9'd1;
                end
            end
        endcase
    end
end
always @(posedge clk or posedge reset)begin
    if(reset)begin
        for(i=0;i<3;i=i+1)begin
            x_cor[i]<=7'd0;
        end
    end
    else begin
        case(state)
            s0:begin
                x_cor[s0_count]<=xi;
            end
        endcase
    end
end
always @(posedge clk or posedge reset)begin
    if(reset)begin
        for(i=0;i<3;i=i+1)begin
            y_cor[i]<=7'd0;
        end
    end
    else begin
        case(state)
            s0:begin
                y_cor[s0_count]<=yi;
            end
        endcase
    end
end
always @(posedge clk or posedge reset)begin
    if(reset) begin
        horiz<=5'd0;
    end
    else begin
        case(state)
            s1:begin
                horiz<=(x_cor[1]-x_cor[0]);
            end
        endcase
    end
end
always @(posedge clk or posedge reset)begin
    if(reset)begin
        out_count<=4'd0;
    end
    else begin
        case(state)
            s1:out_count<=y_cor[0];
            s6:out_count<=out_count+4'd1;
        endcase
    end
end
always @(posedge clk or posedge reset)begin
    if(reset)begin
        ep<=4'd0;
    end
    else begin
        if(loc==1'b0)begin
            if(state==s6) ep<=save_ep;
            else if(state==s3)begin
                if(out_count<y_cor[1])begin
                    if(o_idx==2'd2) ep<=ep;
                    else ep<=ep+4'd1;
                end
                else ep<=ep-4'd1;
            end
            else if(state==s4)begin
                if(out_count<y_cor[1]) ep<=ep-4'd1;
                else begin
                    if(o_idx==2'd1) ep<=ep;
                    else ep<=ep+4'd1;
                end
            end
            else ep<=ep;
        end
        else begin
            if(state==s6) ep<=save_ep;
            else if(state==s3)begin
                if(out_count<y_cor[1])begin
                    if(o_idx==2'd2) ep<=ep;
                    else ep<=ep-4'd1;
                end
                else ep<=ep+4'd1;
            end
            else if(state==s4)begin
                if(out_count<y_cor[1]) ep<=ep+4'd1;
                else begin
                    if(o_idx==2'd1) ep<=ep;
                    else ep<=ep-4'd1;
                end
            end
            else ep<=ep;
        end
    end
end
always @(posedge clk or posedge reset)begin
    if(reset)begin
        o_idx<=2'd0;
    end
    else begin
        if(state==s3) o_idx<=2'd1;
        else if(state==s4) o_idx<=2'd2;
        else if(state==s5) o_idx<=2'd0;
    end
end
always @(posedge clk or posedge reset)begin
    if(reset)begin
        save_ep<=4'd0;
    end
    else begin
        if(state==s1) save_ep<=(x_cor[0]+x_cor[1])>>1;
    end
end
always @(posedge clk or posedge reset)begin
    if(reset)begin
        value<=8'd0;
    end
    else begin
        if(state==s2) begin
            if(out_count==y_cor[0]||out_count==y_cor[1]||out_count==y_cor[2]) value<=8'd0;
            else if(out_count<y_cor[1]) begin
                value<=(a[0]*$signed(ep))+(b[0]*$signed(out_count))+c[0];
            end
            else begin
                value<=(a[1]*$signed(ep))+(b[1]*$signed(out_count))+c[1];
            end
        end
    end
end
always @(posedge clk)begin
    if(state==s5) po<=1'b1;
    else po<=1'b0;
end
always @(posedge clk)begin
    if(state==s5) start<=start+4'd1;
    else begin
        if(loc==1'b0) start<=x_cor[0];
        else begin
            if(out_count==y_cor[1]) start<=x_cor[1];
            else start<=ep;
        end
    end
end
always @(posedge clk or posedge reset)begin
    if(reset)begin
        xo<=3'd0;
    end
    else begin
        if(state==s5)begin
            if(out_count==y_cor[0]) xo<=x_cor[0];
            else if(out_count==y_cor[2]) xo<=x_cor[2];
            else xo<=start;
        end
    end
end
always @(posedge clk or posedge reset)begin
    if(reset)begin
        yo<=3'd0;
    end
    else begin
        if(state==s5)begin
            if(out_count==y_cor[0]) yo<=y_cor[0];
            else if(out_count==y_cor[2]) yo<=y_cor[2];
            else yo<=out_count;
        end
    end
end
endmodule
--- ./config.mk ---
export PLATFORM = sky130hd
export DESIGN_NAME = triangle
export DESIGN_NICKNAME = triangle
export VERILOG_FILES = /design/flow/design.v
export SDC_FILE = /design/flow/constraint.sdc
export NUM_CORES = 4
export LEC_CHECK = 1
export CORE_UTILIZATION = 40
--- ./run.sh ---
#!/bin/bash
# OpenROAD 26Q1-2900-gdf79404cd8, Yosys 0.63+post, stock flow scripts
make -C /OpenROAD-flow-scripts/flow DESIGN_CONFIG=/design/flow/config.mk WORK_HOME=/design/flow/orfs finish
==> results.ini <==
[floorplanning]
die_h_um = 159
fp_util_pct = 41.3
dieWidth_um = 159
std_cell_rows = 56
die_area_sq_um = 25100
io_pins = 17
core_region_area_sq_um = 23800

[synth]
yosys_most_used_dff = dfrtp_1
synth_cell_type_count = 51
yosys.area.top_type = dfrtp_1
yosys-top-cells-area = dfrtp_1 (25%), fa_1 (18%), ha_1 (14%)
yosysCellCount = 1005
ys_seq_share_pct = 26.6
synthArstFlopShare_pct = 95.2
syn_area_sq_um = 9800
avgSynthCellArea_sq_um = 9.75
enable_flop_cells = 0
ys_top_cells_by_count = inv_1 (139), ha_1 (109), dfrtp_1 (99)
synth_flops = 105
ys_warn_count = 6
yosys_area_sq_um = 9800
syn-instance-count = 1005
yosysTopAreaCellShare_pct = 25.3
top_cell = inv_1

[worst_setup_path]
path_class = flop to flop
end_kind = flop
r2r_cells = 15
worstSetupEndpoint = value[6]
cp.required_ns = 8.98
rr_startpoint = ep[0]
arrival_ns = 5.20
worstPathMaxFanout = 16
rrSetupSlack_ns = 3.78
timing.rr.end = value[6]
worstSetupStartpointType = flop
crit_path_start = ep[0]

[final_layout]
layout-drive-gt1-share_pct = 6.90
area_growth_pct = 8.26
num-fill-cells = 2239
final_core_util_pct = 44.7
postLayoutCellArea_sq_um = 10600

[global_routing]
grt_first_pass_wirelength_mm = 35.0
grt_util_met3_pct = 5.62
gr-usage-met1_pct = 29.8
track_usage_pct = 19.1
grt_pass1_vias = 6658
gr-total-overflow = 0
antenna_found_initial = 0
gr-max-usage-layer = met1
grt_max_degree = 62
grt_use_met2_pct = 28.7

[placement]
preCtsSetupSlack_ns = 3.78
place.detailed.hpwl_mm = 16.8
placed_area_sq_um = 10300
routabilityCongestion = 0.928
io_buffers = 16

[route]
drtIter0Drc = 298
drc = 0
vias_per_cell = 4.95
wirelength_mm = 21.3
wl_per_cell_um = 16.0
diodes = 0
ant_nets = 0
num_vias = 6600
dr.pass1.iters = 5

[clock_network]
cts_inserted_buffers = 9
clock_path_buffers = 2
cts.sinks = 105
clock.latency.late_pin_ns = 0.36
ctsHtreeMaxLevel = 3
cts_tree = yes
cts_setup_buffers = 0
root_buffer = clkbuf_16
cts.repair.resized = 0
holdBufCountCts = 0
path_clk_slew_ns = 0.08

[final_timing]
maxSlewHeadroom_pct = 39.5
layout_setup_ws_ns = 3.78
worstMarginPinSlew_ns = 0.900
finalSetupViolations = 0
timing.final.crit_share_pct = 56.6
maxSlewViolCount = 0
tns_ns = 0
period_needed_ns = 4.92
hold_violations = 0
rsz0062_at_grt = false
clock-skew-final_ns = 0.0117
fmax_mhz = 203

[run]
warnings = 38
maxCapViolations = 0

[min_path]
hold_path_class = flop to flop
hold_start = s7_count

[power]
p_per_area_nw_per_um2 = 111
peakVddDrop_mv = 0.116
leakagePower_nw = 5.24

[run_status]
status = finished, final reports clean

## registers in the layout (all words and copies together) (netlist names)
name / cells
loc: 1
ep: 4
yo: 3
state: 8
a: 11
xo: 3
save_ep: 3
out_count: 4
busy: 1
s7_count: 1
x_cor: 9
b: 14
value: 8
start: 4
po: 1
c: 15
s2_count: 1
y_cor: 9
s1_count: 1
o_idx: 2
s0_count: 2
## placed cells by master, fill, tap and decap left out, types with 3 or more instances in the layout
master           instances
and3_1                   3
fa_1                    90
o31ai_1                  4
nor3_1                   4
mux2i_1                 20
o211ai_1                 4
o22ai_1                  9
nor2_1                  76
o21ai_0                 26
dfrtp_1                 98
buf_4                    6
inv_1                  138
a21oi_1                 57
nand2_1                 86
and2_1                  44
a31oi_1                  5
a21o_1                  19
xor2_1                  25
xnor2_1                 53
mux2_2                  34
clkbuf_16                9
nor2b_1                  6
dfxtp_1                  5
ha_1                   109
clkdlybuf4s50_1         16
nand3_1                  9
nand2b_1                16
## through the flow
| step | hold slack [ns] | cells | total power [W] |
|---|---|---|---|
| global route | 0.518 | 1334 | 0.00124 |
| global placement | 0.448 | 1318 | 0.000748 |
| CTS | 0.468 | 1334 | 0.00119 |
| detailed placement | 0.455 | 1318 | 0.000748 |
| floorplan | 0.345 | 1005 | 0.000689 |
| finish | 0.463 | 1334 | 0.00117 |
## cells by family after synthesis
| group | count (synthesis) | share of synthesized area [%] |
|---|---|---|
| xor+xnor | 80 | 7.43 |
| compound gates | 142 | 8.91 |
| flops | 105 | 26.6 |
| fa+ha+maj | 199 | 32.3 |
| mux | 54 | 5.95 |
| buf+inv | 168 | 6.50 |
| simple gates | 257 | 12.3 |
## worst max-delay path: stages (launching register included)
cell and delay [ns]:
dfrtp_1 0.69, and2_1 0.34, inv_1 0.09, fa_1 0.51, inv_1 0.05, fa_1 0.52, fa_1 0.44, fa_1 0.57
fa_1 0.42, ha_1 0.36, a21oi_1 0.22, o21bai_1 0.09, a21oi_1 0.17, xnor2_1 0.14, mux2i_1 0.09, o22ai_1 0.13
## layer usage
metal,share of wire (%),up-vias,wire [um]
met5,0,-,0
met4,0.52,0,112
met3,6.1,8,1310
met2,44,109,9470
met1,49,3223,10500
li1,-,3260,-
## how the worst min path moves through the flow
stage / endpoint / cells past startpoint
4_1_cts: state[7] / 1
6_report: state[7] / 1
5_1_grt: state[7] / 1
## layout make-up
| cell class | count | area, sq um | share of cell area (%) |
|---|---|---|---|
| clock buffers | 9 | 225 | 2.12 |
| flip-flops and latches | 105 | 2610 | 24.6 |
| well taps | 319 | 399 | 3.76 |
| repair buffers | 22 | 205 | 1.93 |
| inverters | 140 | 528 | 4.98 |
| clock inverters | 7 | 87.6 | 0.825 |
| multi-input cells | 732 | 6560 | 61.8 |
## power breakdown
group          switching, W  total [W]  internal [W]  leakage [nW]
combinational      0.000131   0.000232      0.000101          3.70
sequential        0.0000128   0.000505      0.000492          1.39
clock              0.000206   0.000436      0.000230         0.151
Power figures rest on the tool's default switching activity, not on a simulated workload.
